### design/flow/design.v
`timescale 1ns/1ps
 module main(clk, F, Fout);
    input clk;
    input [0:3] F;  
    output reg [0:3] Fout;  
    parameter [0:3]
        F1 =  4'b0000,
        F1O = 4'b0001,
        F1C = 4'b0010,
        F2 =  4'b0011,
        F2O = 4'b0100,
        F2C = 4'b0101,
        F3 =  4'b0110,
        F3O = 4'b0111,
        F3C = 4'b1000,
        F13 = 4'b1001,
        F31 = 4'b1010,
        F2T = 4'b1011;
     reg [0:3] floor_state = F1C, next_state, prev_state;  
    always @(posedge clk)
        begin
            floor_state <= next_state;
        end
     always @(*) begin
        case(floor_state)
        F1:
            begin 
                next_state <= F1O;
            end 
        F1O:
            begin
                casex (F)
                    4'bxxx1: next_state <= F1O;  
                    default: next_state <= F1C;
                endcase
            end
        F1C:
            begin
                casex(F)
                    4'b1xxx: next_state <= F1;  
                    4'b01xx: next_state <= F2; 
                    4'b0010: next_state <= F13;
                    default: next_state <= F1C;
                endcase
            end
        F2:
            next_state <= F2O;  
        F2O:
            begin
                casex(F)
                    4'bxxx1: next_state <= F2O;
                    default: next_state <= F2C;
                endcase
            end
        F2C:
            begin
                casex(F)
                    4'bx1xx: next_state <= F2; 
                    4'b1xxx: next_state <= F1;
                    4'b001x: next_state <= F3;
                    default: next_state <= F2C;
                endcase
            end
        F3:
            begin
                    next_state <= F3O;
            end 
        F3O:
            begin
                casex(F)
                    4'bxxx1: next_state <= F3O;
                        default:    next_state <= F3C;
                endcase
            end
        F3C:
            begin
                casex(F)
                    4'bxx1x: next_state <= F3;
                    4'bx1xx: next_state <= F2;   
                    4'b1000: next_state <= F31;
                    default: next_state <= F3C;
                endcase
            end
        F13: 
            begin 
                next_state <= F3;    
                prev_state = 1;  
            end
        F31:  
            begin
                next_state <= F1;
                prev_state = 3;  
            end
        F2T:
            begin
                casex(F)
                    4'b1000:
                        begin
                            if (prev_state == 1)
                                next_state <= F1;
                        end
                    4'b0010:
                        begin
                            if (prev_state == 3) 
                            next_state <= F3;
                        end
                endcase
                next_state = 0;
            end
        endcase
     end
     always@(floor_state)
        case(floor_state)
            F1C: Fout = 4'b1000;
            F1O, F1: Fout = 4'b1001;
            F2C : Fout = 4'b0100;
            F2O, F2: Fout = 4'b0101;
            F3C: Fout = 4'b0010;
            F3O, F3: Fout = 4'b0011;
            F13, F31: Fout = 4'b0100;
            default: Fout = 4'bxxxx;
        endcase
 endmodule
### design/flow/run.sh
#!/bin/bash
# OpenROAD 26Q1-2900-gdf79404cd8, Yosys 0.63+post, stock flow scripts
make -C /OpenROAD-flow-scripts/flow DESIGN_CONFIG=/design/flow/config.mk WORK_HOME=/design/flow/orfs finish
### design/flow/config.mk
export PLATFORM = sky130hd
export DESIGN_NAME = main
export DESIGN_NICKNAME = main
export VERILOG_FILES = /design/flow/design.v
export SDC_FILE = /design/flow/constraint.sdc
export NUM_CORES = 4
export LEC_CHECK = 1
export CORE_AREA = 10 10 70 70
export DIE_AREA = 0 0 80 80
### design/flow/constraint.sdc
current_design main

set clk_period 1.6
set clk_io_pct 0.2

create_clock -name clk0 -period $clk_period [get_ports {clk}]

set non_clock_inputs [all_inputs -no_clocks]
set_input_delay [expr $clk_period * $clk_io_pct] -clock clk0 $non_clock_inputs
set_output_delay [expr $clk_period * $clk_io_pct] -clock clk0 [all_outputs]
==> job_summary.md <==
### Flow metrics

| Metric | Value |
|---|---|
| Crit end category | output pin |
| Crit path max-delay cell type | dfxtp_4 |
| Pin slew with the least headroom to its limit | ~0.35 ns |
| Inst Count DP | approximately 130 |
| CTS root buf | clkbuf_4 |
| Synth warnings | 1 |
| Area of combinational cells with multiple inputs | between 300 and 400 um2 |
| 1st-iter DRT viols | 18 |
| Number of buffers added on ports | 8 |
| Detail-routed via count per cell | 3.992 |
| Clock tree from TritonCTS | done |
| Worst Path Max Fanout | 5 |
| Endpoints failing hold | 0 |
| Dominant logic cell type in the layout | buf_4 |
| Floorplan die height | roughly 80 um |
| Power density over cell area | 325.8 mW/mm2 |
| Clock transition at the register clock pins on the worst setup and hold paths after CTS | 0.03 ns |
| Remaining global-route overflow | 0 |
| Relative area change from synthesis to final layout | 55.98% |
| Leakage | 0.0003045 uW |
| Maximum number of buffers from clock root to sink | 2 |
| Worst min-delay path category | reg2out |
| Count of unclocked register or latch pins | 4 |
| Fraction of final layout cells sized beyond drive strength 1 | 0.3605 |
| Count of library flops with an enable pin | 0 |
| Via count | 527 |
| First-pass GRT wire length | 2.214 mm |
| Final setup margin | 0.1020 ns |
| Die Wd | approximately 80 um |
| Crit path arrival time | between 1 and 1.5 ns |
| Ys cells | 64 |
| Final period utilization | 0.9362 |
| RSZ-0062 raised after global routing | no |
| CP Cell Sequence | buf_4 > nor2b_2 > nand2_1 > o21ai_1 > dlygate4sd2_1 |
| Post-route antenna net violation count | 0 |
| Highest-count cells in the layout ignoring fill and taps | buf_4 (16), nor2_1 (6), nand2b_1 (5) |
| Post-CTS Hold Fix Bufs | 0 |
| Largest area contributor in the synthesized netlist | dfxtp_1 |
| Number of top-level pins | 9 |
| Final cell area excluding filler cells | 767.0 um2 |
| Final setup violating endpoints | 0 |
| Worst path max stage delay | 0.34 ns |
| Count of endpoints without a timing constraint | 8 |
| Worst endpoint required time | 1.28 ns |
| Synth cell types | 30 |
| Pin count of the biggest net entering global routing | 11 |
| Initial core utilization | 0.1440 |
| Crit path time final | roughly 1.5 ns |
| Number of antenna cells inserted | 0 |
| H-tree level count | 1 |
| Biggest area cells | dfxtp_1 (16%), dlxtn_1 (12%), nand2b_1 (7.6%) |
| Top cell family by delay on the critical path | flip-flops |
| WL/cell | 9.939 um |
| Outcome | complete, no violations |
| Post-Route WL | ~1.3 mm |
| Num rows | 21 |
| First drt pass iteration count | 4 |
| Core Area | 0.003416 mm2 |
| Mapped Area | 491.7 um2 |
| Chip Area, Yosys | 491.7 um2 |
| Post-synthesis instance total | 64 |
| Initial antenna violation count | 0 |
| Most instantiated flip-flop cell in the synthesis netlist | dlxtn_1 |
| Top achievable clock speed | 667.6 MHz |
| Synthesized registers | 8 |
| Kind of start point of the critical path | flip-flop |
| Number of max-slew violations in the final report | 0 |
| Final weighted congestion in routability-driven placement | 0.8262 |
| MaxCap Viol Count | 0 |
| Total buffers and inverters traversed by the critical path | 2 |
| Via count of the first global-routing pass | slightly below 500 |
| Proportion of synthesized flip-flops having asynchronous set or reset | 0 |
| Kind of critical path | reg2out |
| FILL cells | roughly 380 |
| Overall fraction of global-route tracks in use | 0.04033 |
| Inserted Clock Buffers | 3 |
| Non-filler instance count after layout | 132 |
| Remaining DRCs | 0 |
| Utilization after layout | 0.2245 |
| Sequential cell area | 150.1 um2 |
| Worst setup slack before clock tree synthesis | -0.01977 ns |
| HPWL reported at the end of detailed placement | 1.040 mm |
| Top cell type's share of synthesized area | 0.1628 |
| Worst slew margin | 0.7682 |
| Post-synthesis average cell area | 7.683 um2 |
| Cell area after placement | 706.9 um2 |
| Count of warning messages emitted by the tools | 25 |
| Total Die Area | around 0.0064 mm2 |
| Peak ir drop on the vdd network | around 100 uV |
-- synth_stat cells, types with 2 or more instances --
library cell and count:
nor3_1 3, a21oi_1 3, nor2b_1 3, dlxtn_1 4, nor2_1 6, nand2_1 4
a22oi_1 2, o211ai_1 2, o21ai_0 2, clkbuf_1 4, inv_1 2, a32oi_1 2
o22ai_1 2, dfxtp_1 4, nand2b_1 6
-- where the power goes --
group | leakage, uW | total [uW] | switching [uW] | internal (uW)
clock | 0.0000138 | 120 | 36.9 | 83.6
sequential | 0.0000663 | 97.4 | 0.0180 | 97.4
combinational | 0.000224 | 32.0 | 15.8 | 16.2
total | 0.000305 | 250 | 52.7 | 197
-- routing by layer --
metal  global-route usage  vias to the layer above  part of all wire  wire length, um
li1                     -                      280                 -                -
met1              0.05600                      232              0.49              644
met2              0.06100                       13              0.45              596
met3             0.004545                        2             0.028               37
met4              0.01761                        0             0.026               34
met5                    0                        -                 0                0
-- final timing paths --
kind | startpoint | endpoint | slack (ns) | cells after the start
max | floor_state[0] | Fout[2] | 0.10 | 5
min | floor_state[1] | Fout[0] | 1.16 | 3
-- sequential cells by signal, summed over array words and instances, names as in the netlist --
register,flops
floor_state,4
next_state,4
-- what timing repair did --
item                       CTS  global route
setup endpoints to repair    4             2
pin swaps                    1             0
buffers inserted             3             0
gates resized               14             2
-- metrics by stage --
| step | power [uW] | setup TNS (ns) | hold WS, ns |
|---|---|---|---|
| 6_report | 249.9 | 0 | 1.161 |
| 5_1_grt | 271.3 | 0 | 1.224 |
| 4_1_cts | 257.8 | 0 | 1.196 |
| 3_5_place_dp | 134.2 | -0.03448 | 1.194 |
| 3_3_place_gp | 133.7 | 0 | 1.191 |
| 2_1_floorplan | 115.5 | 0 | 0.7958 |
-- final cells by class --
type                    instances  share of cell area
well taps                      46             0.07504
clock buffers                   3             0.02936
repair buffers                 24              0.2496
multi-input cells              49              0.4405
flip-flops and latches          8              0.1958
inverters                       2            0.009788
-- cell families after synthesis --
family	after synthesis	share of synthesized area
AOI/OAI and AO/OA	18	0.2519
buffers and inverters	7	0.05597
and+or+nand+nor	30	0.3868
DFF	4	0.1629
muxes	1	0.02036
latches	4	0.1221
Power and IR drop assume default switching activity.
